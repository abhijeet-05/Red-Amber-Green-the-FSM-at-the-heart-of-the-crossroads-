File: design.v
`timescale 1ns/1ps
module tick_gen #(
    parameter integer DIVISOR = 50_000_000   
)(
    input  wire clk,
    input  wire rst,        
    output reg  tick        
);
    localparam integer W = $clog2(DIVISOR);
    reg [W-1:0] cnt;
    always @(posedge clk) begin
        if (rst) begin
            cnt  <= {W{1'b0}};
            tick <= 1'b0;
        end else begin
            if (cnt == DIVISOR-1) begin
                cnt  <= {W{1'b0}};
                tick <= 1'b1;
            end else begin
                cnt  <= cnt + 1'b1;
                tick <= 1'b0;
            end
        end
    end
endmodule
`timescale 1ns/1ps
module top_crossroads #(
    parameter integer DIVISOR     = 50_000_000,  
    parameter integer P_NS_GREEN  = 10,
    parameter integer P_NS_AMBER  = 3,
    parameter integer P_ALL_RED   = 1,
    parameter integer P_EW_GREEN  = 10,
    parameter integer P_EW_AMBER  = 3
)(
    input  wire clk,
    input  wire rst,    
    output wire ns_red,
    output wire ns_amber,
    output wire ns_green,
    output wire ew_red,
    output wire ew_amber,
    output wire ew_green,
    output wire [2:0] state
);
    wire tick;
    tick_gen #(
        .DIVISOR(DIVISOR)
    ) u_tick (
        .clk (clk),
        .rst (rst),
        .tick(tick)
    );
    traffic_light_fsm #(
        .T_NS_GREEN(P_NS_GREEN),
        .T_NS_AMBER(P_NS_AMBER),
        .T_ALL_RED (P_ALL_RED),
        .T_EW_GREEN(P_EW_GREEN),
        .T_EW_AMBER(P_EW_AMBER)
    ) u_fsm (
        .clk(clk),
        .rst(rst),
        .tick(tick),
        .ns_red  (ns_red),
        .ns_amber(ns_amber),
        .ns_green(ns_green),
        .ew_red  (ew_red),
        .ew_amber(ew_amber),
        .ew_green(ew_green),
        .state(state)
    );
endmodule
`timescale 1ns/1ps
module traffic_light_fsm #(
    parameter integer T_NS_GREEN = 10,   
    parameter integer T_NS_AMBER = 3,
    parameter integer T_ALL_RED  = 1,
    parameter integer T_EW_GREEN = 10,
    parameter integer T_EW_AMBER = 3
)(
    input  wire clk,
    input  wire rst,        
    input  wire tick,       
    output reg  ns_red,
    output reg  ns_amber,
    output reg  ns_green,
    output reg  ew_red,
    output reg  ew_amber,
    output reg  ew_green,
    output reg [2:0] state
);
    localparam [2:0]
        S_NS_GREEN = 3'd0,
        S_NS_AMBER = 3'd1,
        S_ALL_RED1 = 3'd2,
        S_EW_GREEN = 3'd3,
        S_EW_AMBER = 3'd4,
        S_ALL_RED2 = 3'd5;
    reg [31:0] timer;
    reg [2:0]  state_n;
    reg [31:0] load_ticks;
    reg        load_timer;
    always @(*) begin
        ns_red   = 1'b0; ns_amber = 1'b0; ns_green = 1'b0;
        ew_red   = 1'b0; ew_amber = 1'b0; ew_green = 1'b0;
        case (state)
            S_NS_GREEN: begin
                ns_green = 1'b1;
                ew_red   = 1'b1;
            end
            S_NS_AMBER: begin
                ns_amber = 1'b1;
                ew_red   = 1'b1;
            end
            S_ALL_RED1,
            S_ALL_RED2: begin
                ns_red = 1'b1;
                ew_red = 1'b1;
            end
            S_EW_GREEN: begin
                ew_green = 1'b1;
                ns_red   = 1'b1;
            end
            S_EW_AMBER: begin
                ew_amber = 1'b1;
                ns_red   = 1'b1;
            end
            default: begin
                ns_red = 1'b1;
                ew_red = 1'b1;
            end
        endcase
    end
    always @(*) begin
        state_n    = state;
        load_timer = 1'b0;
        load_ticks = 32'd0;
        case (state)
            S_NS_GREEN: begin
                if (timer == 0) begin
                    state_n    = S_NS_AMBER;
                    load_timer = 1'b1;
                    load_ticks = T_NS_AMBER;
                end
            end
            S_NS_AMBER: begin
                if (timer == 0) begin
                    state_n    = S_ALL_RED1;
                    load_timer = 1'b1;
                    load_ticks = T_ALL_RED;
                end
            end
            S_ALL_RED1: begin
                if (timer == 0) begin
                    state_n    = S_EW_GREEN;
                    load_timer = 1'b1;
                    load_ticks = T_EW_GREEN;
                end
            end
            S_EW_GREEN: begin
                if (timer == 0) begin
                    state_n    = S_EW_AMBER;
                    load_timer = 1'b1;
                    load_ticks = T_EW_AMBER;
                end
            end
            S_EW_AMBER: begin
                if (timer == 0) begin
                    state_n    = S_ALL_RED2;
                    load_timer = 1'b1;
                    load_ticks = T_ALL_RED;
                end
            end
            S_ALL_RED2: begin
                if (timer == 0) begin
                    state_n    = S_NS_GREEN;
                    load_timer = 1'b1;
                    load_ticks = T_NS_GREEN;
                end
            end
            default: begin
                state_n    = S_NS_GREEN;
                load_timer = 1'b1;
                load_ticks = T_NS_GREEN;
            end
        endcase
    end
    always @(posedge clk) begin
        if (rst) begin
            state <= S_NS_GREEN;
            timer <= T_NS_GREEN;
        end else begin
            state <= state_n;
            if (load_timer) begin
                timer <= (load_ticks > 0) ? (load_ticks - 1) : 0;
            end else if (tick) begin
                if (timer != 0)
                    timer <= timer - 1'b1;
            end
        end
    end
endmodule
File: run.sh
#!/bin/bash
# OpenROAD 26Q1-2900-gdf79404cd8, Yosys 0.63+post, stock flow scripts
make -C /OpenROAD-flow-scripts/flow DESIGN_CONFIG=/design/flow/config.mk WORK_HOME=/design/flow/orfs finish
File: constraint.sdc
current_design top_crossroads

set clk_period 5.7
set clk_io_pct 0.2

create_clock -name clk0 -period $clk_period [get_ports {clk}]

set non_clock_inputs [all_inputs -no_clocks]
set_input_delay [expr $clk_period * $clk_io_pct] -clock clk0 $non_clock_inputs
set_output_delay [expr $clk_period * $clk_io_pct] -clock clk0 [all_outputs]
File: config.mk
export PLATFORM = sky130hd
export DESIGN_NAME = top_crossroads
export DESIGN_NICKNAME = top_crossroads
export VERILOG_FILES = /design/flow/design.v
export SDC_FILE = /design/flow/constraint.sdc
export NUM_CORES = 4
export LEC_CHECK = 1
export CORE_UTILIZATION = 30
==> results_tabular.tex <==
% Auto-generated results table
\begin{tabular}{lr}
\hline
Metric & Value \\
\hline
\multicolumn{2}{l}{\textbf{Status}} \\
Run status & finished clean \\
\multicolumn{2}{l}{\textbf{Yosys}} \\
Area of the mapped netlist & 2980 µm² \\
Commonest flop & sky130\_fd\_sc\_hd\_\_dfxtp\_1 \\
Adder-cell share of the synthesized area & 0.0126 \\
Synthesized area per cell & 8.42 µm² \\
Seq/Total Area, Yosys & 0.416 \\
Yosys Chip Area & 2980 µm² \\
Number of flops mapped to enable cells by yosys & 0 \\
Xor/xnor share of the synthesized area & 0.153 \\
Post-synthesis mux area share & 0.00504 \\
Share of synthesized cell area in and-or and or-and compound cells & 0.0344 \\
Syn. warnings & 2 \\
Yosys reg bits & 62 \\
Synth async-reset ratio & 0 \\
Number of standard cells reported by yosys & 354 \\
Share of synthesized cell area in and, or, nand and nor gates & 0.345 \\
Dominant combinational family & simple AND/OR/NAND/NOR gates \\
Yosys cell types & 39 \\
Gate count of the mapped netlist & 354 \\
\multicolumn{2}{l}{\textbf{Critical path}} \\
Timing endpoint of the critical path & ew\_green \\
Crit path DRT & 4.56 ns \\
Worst setup path start & u\_fsm.state[1] \\
Reg2reg end & u\_fsm.timer[12] \\
Worst Path Buf+Inv & 2 \\
Setup CP Type & reg2out \\
Kind of end point of the critical path & primary output \\
Cell family with most CP delay & buffers and inverters \\
Cell with the largest stage delay on the worst path & sky130\_fd\_sc\_hd\_\_clkdlybuf4s50\_1 \\
Register-to-register setup slack & 3.07 ns \\
R2R depth & 5 \\
Levels on crit path & 3 \\
Highest net fanout along the worst path & 9 \\
Critical Path, Cell by Cell & inv\_1 > nor3\_1 > clkdlybuf4s50\_1 \\
Worst flop-to-flop path startpoint & u\_fsm.timer[2] \\
Longest individual stage delay on the worst path & 0.52 ns \\
Arrival time worst endpoint & 1.73 ns \\
Critical path launch point type & register \\
\multicolumn{2}{l}{\textbf{STA}} \\
Count of endpoints failing hold in the final timing report & 0 \\
Period Utilization, post-route & 0.504 \\
Final worst setup slack & 2.83 ns \\
Clock tree skew after final layout & 0.00896 ns \\
Final hold slack & 0.450 ns \\
Unrepaired setup endpoints after global routing & no \\
Max Transition Viols Final & 0 \\
Maximum clock frequency & 0.348 GHz \\
Final setup fails & 0 \\
Setup TNS after final layout & 0 ns \\
Minimum period implied by the final worst setup slack & 2.87 ns \\
Worst-Margin Slew & 0.949 ns \\
Slew margin rel. & 0.362 \\
\multicolumn{2}{l}{\textbf{Routing}} \\
Routed Wire Length & 5730 µm \\
First-pass DRT Iterations & 5 \\
Number of vias per cell & 4.81 \\
Remaining routing DRC violations & 0 \\
Starting DRC count in detailed routing & 111 \\
Antenna violation net count after detailed routing & 0 \\
Antenna Cells & 0 \\
Via count & 2,407 \\
Average wire per standard cell & 11.5 µm \\
\multicolumn{2}{l}{\textbf{Clock network}} \\
Total number of clock tree sinks & 62 \\
CTS HTree Levels & 3 \\
Number of cells upsized or downsized after cts & 0 \\
CTS tree & built \\
Clock-pin slew of the registers on the worst-case setup and hold paths & 0.06 ns \\
CTS Buffer Depth & 2 \\
Total CTS buffers & 9 \\
Clock network latency to the later pin of the worst-skew pair & 0.34 ns \\
Setup Fix Bufs, Post-CTS & 0 \\
Hold-fix buffer count after cts & 0 \\
Clk root buf & sky130\_fd\_sc\_hd\_\_clkbuf\_8 \\
\multicolumn{2}{l}{\textbf{Pwr}} \\
Power share of the clock group & 0.447 \\
Cell area power density & 241 nW/µm² \\
Leakage power & 1.18 nW \\
Internal & 0.644 mW \\
Sequential Power Share & 0.539 \\
Post-layout total power & 0.810 mW \\
Portion of total power attributed to combinational logic & 0.014 \\
Proportion of total power due to net switching & 0.205 \\
Reported net switching power & 0.166 mW \\
Peak supply drop & 0.131 mV \\
\multicolumn{2}{l}{\textbf{Floorplanning}} \\
Die Y-Extent & 102 µm \\
Floorplan die width & 102 µm \\
Starting Density & 0.308 \\
Floorplan core area & 9680 µm² \\
Placement row count & 36 \\
Total die area & 10,300 µm² \\
I/O pin total & 11 \\
\multicolumn{2}{l}{\textbf{Run}} \\
Count of tool warnings & 26 \\
Total of max-cap violations & 0 \\
\multicolumn{2}{l}{\textbf{GRT}} \\
Largest net degree at the start of global routing & 30 \\
First-pass GRT wire length & 10,100 µm \\
Gr usage total & 0.123 \\
Number of global-route vias before repair & 2,179 \\
Congestion Overflow GR & 0 \\
Number of antenna violations at the first check in global routing & 0 \\
\multicolumn{2}{l}{\textbf{Cells and area}} \\
Fillers & 976 \\
Share of post-route cells with drive strength above 1 & 0.0654 \\
Area used by multi-input combinational logic & 1640 µm² \\
Growth of design area from synthesis to finish & 12.7\% \\
Combined flip-flop and latch cell area & 1240 µm² \\
Final cell count without fillers & 500 \\
\multicolumn{2}{l}{\textbf{Placed design}} \\
Total instance count after detailed placement & 487 \\
GP Congestion & 0.872 \\
Pre-CTS setup slack & 2.98 ns \\
DP Wirelength & 3900 µm \\
Tally of buffers added on design ports & 10 \\
\multicolumn{2}{l}{\textbf{Hold path}} \\
Hold Path Class & reg2reg \\
\hline
\end{tabular}
## cells in the final DEF, fill, tap and decap left out, drive strengths merged
cell / synthesis / layout
clkinv: 0 / 1
o21bai: 1 / 1
clkdlybuf4s50: 0 / 10
o31ai: 1 / 1
nand2: 19 / 19
or2: 4 / 4
nor3: 20 / 20
nand3: 14 / 14
dfxtp: 62 / 62
nand3b: 3 / 3
nor4: 19 / 19
o21a: 1 / 1
nor2b: 2 / 2
or3: 8 / 8
o21ai: 4 / 4
o211ai: 1 / 1
a22oi: 1 / 1
nor3b: 1 / 1
mux2: 1 / 1
ha: 3 / 3
and2: 5 / 5
a21oi: 9 / 9
clkbuf: 5 / 11
nor4b: 2 / 2
nand4: 13 / 13
nand4b: 2 / 2
inv: 8 / 8
buf: 6 / 1
nor2: 70 / 70
bufinv: 0 / 1
and3: 6 / 6
nand2b: 3 / 3
or4: 8 / 8
xnor2: 27 / 27
xor2: 25 / 25
## synthesized netlist by cell type (all sizes together) (4+ instances only)
cell type	count	area [µm²]
or3	8	60.1
xnor2	27	236
dfxtp	62	1240
or4	8	67.6
clkbuf	5	18.8
a21oi	9	45.0
nor4	19	119
nand3	14	70.1
o21ai	4	20.0
xor2	25	219
and3	6	37.5
and2	5	31.3
inv	8	30.0
nand4	13	81.3
nor3	20	100
buf	6	53.8
or2	4	25.0
nor2	70	265
nand2	19	73.8
## area by class of cell
class,instances,area share
inverter,8,0.00894
clock buffer,11,0.0421
tap,133,0.0495
multi-input combinational,273,0.488
sequential,62,0.369
timing repair buffer,11,0.0320
clock inverter,2,0.0104
## worst reg2reg max path, delay by kind of cell (launching register included)
kind | cells | cell delay [ns]
simple gates | 5 | 2.14
flops | 1 | 0.35
## how the worst min path moves through the flow
stage	endpoint	start	slack, ns	depth (start not counted)
after global routing	u_tick.cnt[0]	u_tick.cnt[0]	0.48	1
after CTS	u_tick.cnt[0]	u_tick.cnt[0]	0.46	1
final	u_tick.cnt[0]	u_tick.cnt[0]	0.45	1
## power by group through the flow
| stage | Sequential [mW] | Combinational, mW | Clock, mW |
|---|---|---|---|
| after CTS | 0.436 | 0.0118 | 0.371 |
| after global routing | 0.436 | 0.0135 | 0.396 |
| final | 0.436 | 0.0116 | 0.362 |
## routing by layer
metal	wire, µm	track usage	up-vias
met4	91	0.0167	0
met3	210	0.0322	6
met5	0	0	-
met1	2940	0.183	1123
met2	2490	0.187	34
li1	-	-	1244
## registers in the layout, summed over array words and instances (netlist names)
| register | cells |
|---|---|
| u_fsm.timer | 32 |
| u_tick.tick | 1 |
| u_tick.cnt | 26 |
| u_fsm.state | 3 |
## cells by family (layout without fill, tap and decap cells)
logic type | Yosys count | in the layout
and+or+nand+nor | 199 | 199
adders and majority gates | 3 | 3
muxes | 1 | 1
DFF | 62 | 62
xor gates and xnor gates | 52 | 52
AOI/OAI and AO/OA | 18 | 18
buffers and inverters | 19 | 32
## per-stage QoR
| stage | cell area (µm²) | utilization |
|---|---|---|
| 2_1_floorplan | 2980 | - |
| 3_3_place_gp | 3180 | 0.329 |
| 3_5_place_dp | 3180 | 0.329 |
| 4_1_cts | 3360 | 0.347 |
| 5_1_grt | 3360 | 0.347 |
| 6_report | 3360 | 0.347 |
No activity file was given, so power comes from the tool's default toggle rates.
